==> /design/flow/design.v <==
module ysyx_25080199_reg(
    input           clk,
    input           rst,
    input           reg_we,
    input reg [4:0] reg_addr,
    input reg [31:0] reg_data,
    input reg [4:0] rs1_addr,
    input reg [4:0] rs2_addr,
    output [31:0] rs1_data,
    output [31:0] rs2_data
);
reg [31:0]regs[31:0];
assign rs1_data = (rs1_addr == 5'd0) ? 32'd0 :regs[rs1_addr];
assign rs2_data = (rs2_addr == 5'd0) ? 32'd0 :regs[rs2_addr];
always @(posedge clk)begin
    if(rst)begin
        integer i;
        for(i=0;i<32;i=i+1)begin
            regs[i] <= 32'd0;
        end
    end
    else if(reg_we && reg_addr!=5'd0) begin
        regs[reg_addr] <= reg_data;
    end
end
endmodule
==> /design/flow/run.sh <==
#!/bin/bash
# OpenROAD 26Q1-2900-gdf79404cd8, Yosys 0.63+post, stock flow scripts
make -C /OpenROAD-flow-scripts/flow DESIGN_CONFIG=/design/flow/config.mk WORK_HOME=/design/flow/orfs finish
==> /design/flow/config.mk <==
export PLATFORM = sky130hd
export DESIGN_NAME = ysyx_25080199_reg
export DESIGN_NICKNAME = ysyx_25080199_reg
export VERILOG_FILES = /design/flow/design.v
export SDC_FILE = /design/flow/constraint.sdc
export NUM_CORES = 4
export LEC_CHECK = 1
export CORE_UTILIZATION = 50
==> /design/flow/constraint.sdc <==
current_design ysyx_25080199_reg

set clk_period 15.8
set clk_io_pct 0.2

create_clock -name clk0 -period $clk_period [get_ports {clk}]

set non_clock_inputs [all_inputs -no_clocks]
set_input_delay [expr $clk_period * $clk_io_pct] -clock clk0 $non_clock_inputs
set_output_delay [expr $clk_period * $clk_io_pct] -clock clk0 [all_outputs]
==> impl_metrics.yaml <==
# flow metrics
synth:
  yosysChipArea_um2: 54230
  synth-compound-area-share: 0.03652
  synth_cells: 3502
  ys_seq_frac: 0.5670
  synth.cellmix.adderShare: 0
  xor_share: 0
  synth_flops: 1024
  avgSynthCellArea_um2: 15.49
  mappedNetlistArea_um2: 54230
  yosys_warns: 1
  synth-main-ff-cell: "sky130_fd_sc_hd__edfxtp_1"
  post_synth_and_or_nand_nor_area_fraction: 0.1334
  dominant_kind_of_combinational_cell: "multiplexers"
  async_flop_share: 0
  number_of_different_library_cells_in_the_post_synthesis_netlist: 42
  count_of_library_flops_with_an_enable_pin: 1024
  mux_share: 0.2299
  yosys-stat-cells: 3502
clock_tree:
  cts_hold_buffers: 0
  post_cts.repair.setup_buffers: 0
  cts_tree: "yes"
  cts.htree.levels: 3
  cts.sinks: 1024
  clk_path_buf_depth: 3
  path_clk_slew_ns: 0.06
  cts-root-buf: "sky130_fd_sc_hd__clkbuf_16"
  cts.repair.resized: 0
  cts-buffers-inserted: 112
routing:
  drcViolationCount: 0
  final_antenna_net_count: 0
  detail_route.wirelength_mm: 178.0
  dr_total_vias: 32840
  dr.pass1.iters: 5
  drt-wirelength-per-cell_um: 35.44
  vias_per_cell: 6.538
  drt_iter0_markers: 1932
global_route:
  grt_start_max_net_pins: 83
  grt_antenna_before_repair: 2
  total_congestion_overflow_after_global_routing: 0
  via_count_of_the_first_global_routing_pass: 36970
  grt_first_pass_wirelength_mm: 254.9
  grtUsageTotal: 0.3668
power:
  power_frac_clock: 0.379
  power.net_switching_mw: 1.578
  cellInternalPower_mw: 4.879
  comb_power_share: 0.123
  power.leakage_nw: 20.59
  netSwitchingFraction: 0.2444
  power_frac_seq: 0.498
  powerDensity_nw_per_um2: 107.3
  peakVddDrop_mv: 0.09718
cells_and_area:
  post_route_cells_drive_above_1_share: 0.2462
  regArea_um2: 30750
  flip_flop_count_of_the_largest_register_after_layout: 1024
  area_growth_syn_to_layout_pct: 10.92
  final_cell_area_um2: 60150
  multi_input_comb_area_um2: 21920
  fillerInstances: 7964
  reg.largest.list: "regs (1024)"
  max_flop_register: "regs"
place:
  hpwl_mm: 102.4
  globalplace.congestion: 0.9057
  dpl_cell_area_um2: 56780
  io_buffers: 113
die:
  core_util_floorplan: 0.5052
  area_inside_the_core_boundary_um2: 107400
  die_height_um: 331.3
  io_pins: 114
  fp.dieArea_um2: 109800
  die-width_um: 331.3
  core.rowCount: 120
sta:
  fin_crit_ns: 10.83
  timing.final.setup_violations: 0
  grt_setup_unrepaired: "false"
  timing.max_slew.rel_slack: 0.2229
  maxSlewViolCount: 0
  hold_viol_final: 0
  achievable-frequency_ghz: 0.09232
  finalSetupTns_ns: 0
  final_min_period_over_clock_period: 0.6856
  tightest_slew_ns: 1.136
critical_path:
  worstSetupStartpoint: "rs2_addr[0]"
  cp-endpoint: "rs2_data[28]"
  critical_path.startpoint_type: "primary input"
  setup.worst_path.end_class: "output pin"
  arrival_ns: 7.67
  critPathMaxFanout: 57
  worstPathRequired_ns: 12.64
  criticalPathCategory: "in2out"
worst_hold_path:
  hp-class: "in2reg"
  min_from: "rst"
job:
  cap_violations: 0
  warning_count: 26
run_status:
  run_status: "finished clean"
[worst max-delay path, stage by stage]
cell and delay, ns:
sky130_fd_sc_hd__buf_8 0.50, sky130_fd_sc_hd__buf_4 0.55, sky130_fd_sc_hd__buf_4 0.61, sky130_fd_sc_hd__buf_4 0.58
sky130_fd_sc_hd__mux4_2 0.58, sky130_fd_sc_hd__a22o_1 0.25, sky130_fd_sc_hd__a2111oi_1 0.56, sky130_fd_sc_hd__buf_4 0.23
sky130_fd_sc_hd__nor3_1 0.08, sky130_fd_sc_hd__clkdlybuf4s50_1 0.47
[worst min-delay path by stage]
stage	to	slack (ns)	cells after the start
6_report	regs[0][24]	3.03	2
4_1_cts	regs[0][24]	3.01	2
5_1_grt	regs[0][24]	3.03	2
[layout by cell type, fill, tap and decap left out, drive strengths merged, types with 2 or more instances in the layout]
master | Yosys | routed
nand2 | 7 | 7
nor3 | 54 | 54
clkbuf | 272 | 144
nor2b | 14 | 14
edfxtp | 1024 | 1024
nand3b | 5 | 5
nor2 | 36 | 36
o22ai | 103 | 103
clkinv | 0 | 49
a221oi | 4 | 4
mux4 | 472 | 472
and2 | 995 | 995
nor4 | 6 | 6
a22oi | 16 | 16
or3 | 2 | 2
buf | 115 | 168
nand2b | 5 | 5
clkdlybuf4s50 | 0 | 104
mux2i | 150 | 150
inv | 2 | 4
a221o | 2 | 2
bufinv | 0 | 3
o21ai | 4 | 4
nand3 | 5 | 5
nor4b | 3 | 3
or2 | 33 | 33
nand4bb | 2 | 2
a22o | 51 | 51
a211oi | 7 | 7
a21oi | 12 | 12
or3b | 4 | 4
clkinvlp | 0 | 3
a32o | 4 | 4
conb | 1 | 32
mux2 | 30 | 30
a2111oi | 55 | 55
and3 | 3 | 3
[metal layers]
| metal | vias to the layer above | share of wire | track usage |
|---|---|---|---|
| met5 | - | 0.0019 | 0.03126 |
| met4 | 12 | 0.052 | 0.1417 |
| met3 | 479 | 0.19 | 0.2926 |
| met2 | 2769 | 0.45 | 0.5042 |
| met1 | 15950 | 0.31 | 0.4418 |
| li1 | 13630 | - | - |
[cells in the mapped netlist (30+ instances only)]
cell,number,share of area
sky130_fd_sc_hd__o22ai_1,103,0.012
sky130_fd_sc_hd__a2111oi_1,41,0.0076
sky130_fd_sc_hd__and2_1,995,0.11
sky130_fd_sc_hd__clkbuf_1,272,0.019
sky130_fd_sc_hd__buf_2,44,0.0041
sky130_fd_sc_hd__mux2_2,30,0.0062
sky130_fd_sc_hd__nor3_1,54,0.0050
sky130_fd_sc_hd__a22o_1,51,0.0082
sky130_fd_sc_hd__mux4_2,472,0.20
sky130_fd_sc_hd__mux2i_1,150,0.028
sky130_fd_sc_hd__or2_2,33,0.0038
sky130_fd_sc_hd__nor2_1,36,0.0025
sky130_fd_sc_hd__buf_4,31,0.0043
sky130_fd_sc_hd__edfxtp_1,1024,0.57
[through the flow]
stage / utilization / hold slack (ns) / setup slack [ns] / std cells / power, mW
global placement: 0.5289 / 3.738 / 4.970 / 4821 / 4.038
finish: 0.5603 / 3.035 / 4.968 / 5023 / 6.457
detailed placement: 0.5289 / 3.748 / 4.898 / 4821 / 4.054
CTS: 0.5603 / 3.008 / 4.872 / 5022 / 6.482
floorplan: - / 3.358 / 7.877 / 3533 / 3.708
global route: 0.5603 / 3.027 / 4.533 / 5022 / 6.636
[final cells by class]
class,count,area share
inverter,2,0.0001248
timing repair buffer,272,0.03906
clock inverter,57,0.005637
clock buffer,144,0.05036
multi-input combinational,2120,0.3644
antenna,1,0.00004160
sequential,1024,0.5112
tap,1403,0.02918
[cells by family after synthesis]
kind of cell,count (synthesis)
compound gates,259
simple gates,1177
buf+inv,389
flops,1024
mux,652
other cells,1
[power by group through the flow]
stage / registers (mW) / clock network (mW) / logic [mW]
after CTS: 3.21 / 2.48 / 0.788
final: 3.22 / 2.45 / 0.794
after global routing: 3.23 / 2.57 / 0.829
Power figures rest on the tool's default switching activity, not on a simulated workload.
